### /design/flow/run.sh
#!/bin/bash
# OpenROAD 26Q1-2900-gdf79404cd8, Yosys 0.63+post, stock flow scripts
make -C /OpenROAD-flow-scripts/flow DESIGN_CONFIG=/design/flow/config.mk WORK_HOME=/design/flow/orfs finish
### /design/flow/config.mk
export PLATFORM = sky130hd
export DESIGN_NAME = width_converter_8toN
export DESIGN_NICKNAME = width_converter_8toN
export VERILOG_FILES = /design/flow/design.v
export SDC_FILE = /design/flow/constraint.sdc
export NUM_CORES = 4
export LEC_CHECK = 1
export CORE_UTILIZATION = 30
### /design/flow/constraint.sdc
current_design width_converter_8toN

set clk_period 3.6
set clk_io_pct 0.2

create_clock -name clk0 -period $clk_period [get_ports {clk_i}]

set non_clock_inputs [all_inputs -no_clocks]
set_input_delay [expr $clk_period * $clk_io_pct] -clock clk0 $non_clock_inputs
set_output_delay [expr $clk_period * $clk_io_pct] -clock clk0 [all_outputs]
### /design/flow/design.v
package controller_pkg;
  parameter int unsigned I2cAcqByteIdWidth = 3;
  typedef enum logic [I2cAcqByteIdWidth-1:0] {
    AcqData      = 3'b000,
    AcqStart     = 3'b001,
    AcqStop      = 3'b010,
    AcqRestart   = 3'b011,
    AcqNack      = 3'b100,
    AcqNackStart = 3'b101,
    AcqNackStop  = 3'b110
  } i2c_acq_byte_id_e;
  parameter int unsigned FmtFifoWidth = 8 + 5;
  parameter int unsigned RxFifoWidth = 8;
  parameter int unsigned TxFifoWidth = 8;
  parameter int unsigned IbiFifoWidth = 8;
  parameter int unsigned AcqFifoWidth = I2cAcqByteIdWidth + 8;
  parameter int I2CFifoDepth = 64;
  localparam int I2CFifoDepthWidth = $clog2(I2CFifoDepth + 1);
  typedef struct packed {logic err_0;} i3c_err_t;
  typedef struct packed {logic irq_0;} i3c_irq_t;
  typedef enum logic {
    Write = 1'b0,
    Read  = 1'b1
  } cmd_transfer_dir_e;
  typedef struct packed {
    logic [4:0] __rsvd63_59;
    logic [7:0] autocmd_hdr_code;
    logic [2:0] autocmd_mode;
    logic [7:0] autocmd_value;
    logic [7:0] autocmd_mask;
    logic device;
    logic [1:0] dev_nack_retry_cnt;
    logic [2:0] ring_id;
    logic [1:0] __rsvd25_24;
    logic [7:0] dynamic_address;
    logic ts;
    logic crr_reject;
    logic ibi_reject;
    logic ibi_payload;
    logic [4:0] __rsvd11_7;
    logic [6:0] static_address;
  } dat_entry_t;
endpackage
package prim_ram_1p_pkg_i3ccore;
  typedef struct packed {
    logic       cfg_en;
    logic [3:0] cfg;
  } cfg_t;
  typedef struct packed {
    cfg_t ram_cfg;   
    cfg_t rf_cfg;    
  } ram_1p_cfg_t;
endpackage  
module width_converter_8toN #(
    parameter int unsigned Width = 32
) (
    input logic clk_i,
    input logic rst_ni,
    input logic soft_reset_ni,
    input  logic       sink_valid_i,
    output logic       sink_ready_o,
    input  logic [7:0] sink_data_i,
    input  logic       sink_flush_i,
    output logic             source_valid_o,
    input  logic             source_ready_i,
    output logic [Width-1:0] source_data_o
);
  localparam int unsigned Bytes = Width / 8;
  localparam int unsigned BytesW = $clog2(Bytes);
  logic [BytesW:0] bcnt;
  logic [BytesW:0] s_bytes;
  assign s_bytes = (BytesW+1)'(Bytes);
  always_ff @(posedge clk_i or negedge rst_ni)
    if (!rst_ni) bcnt <= '0;
    else begin
      if (!soft_reset_ni) begin
        bcnt <= '0;
      end else begin
        if ((bcnt != '0) & sink_flush_i) bcnt <= s_bytes;
        else if ((bcnt != s_bytes) & sink_valid_i & sink_ready_o) bcnt <= bcnt + 1;
        else if ((bcnt == s_bytes) & source_valid_o & source_ready_i) bcnt <= '0;
      end
    end
  assign sink_ready_o   = (bcnt != s_bytes);
  assign source_valid_o = (bcnt == s_bytes);
  logic [Width-1:0] sreg;
  always_ff @(posedge clk_i or negedge rst_ni)
    if (!rst_ni) sreg <= '0;
    else begin
      if (!soft_reset_ni) begin
        sreg <= '0;
      end else begin
        if ((bcnt != s_bytes) & sink_valid_i & sink_ready_o) sreg[(BytesW)'(bcnt)*8+:8] <= sink_data_i;
        else if ((bcnt == s_bytes) & source_valid_o & source_ready_i)
          sreg <= '0;   
      end
    end
  assign source_data_o = sreg;
endmodule
==> out/summary.txt <==
outcome - complete, no violations
Setup Skew - 0.00638 ns
gpl congestion - 0.808
yosys stat chip area - 0.00164 mm²
global-route usage over all layers - 0.150
largest net degree at the start of global routing - 36
Max Slew Vio Count - 0
synth unique cells - 33
Worst Hold Class - reg2reg
drt drc - 0
critical path arrival - 2.32 ns
post-synthesis cell area - 0.00164 mm²
cells in synth_stat.txt - 123
first-pass GRT wire length - 6320 µm
Starting Density - 0.316
Cells after Synth - 123
root buf cell - clkbuf_8
Placeable Area - 0.00517 mm²
yosys adder share - 0.0383
via/cell ratio - 5.48
Relative slew margins - 0.593
antenna-violating nets left - 0
Clock Sinks - 35
H-tree depth - 2
total power - 0.867 mW
WL per Instance - 17.0 µm
Synth Seq Share - 0.536
Leakage - 0.920 nW
Latency at later pin - 0.28 ns
WP buf/inv - 3
top comb family, area - AND-OR/OR-AND gates
CP Launch Type - flip-flop
Avg Cell Area, Syn - 13.3 µm²
I/O pin cnt - 48
Util after Layout - 0.427
power per cell area - 392 mW/mm²
crit path DRT - 2.88 ns
Hold Vio Cnt, Final - 0
final worst-path cycle share - 0.845
flops & latches, synth - 35
antenna cells - 0
hold_ws - 0.528 ns
initial antenna violation count - 0
share of layout cells above drive strength 1 - 0.0882
Port-buffer cells - 47
drt total wl - 4080 µm
post-cts sizing count - 0
Die Ht - 75.8 µm
yosys aoi share - 0.228
clock buffer depth - 2
Die Wd - 75.8 µm
CP max-delay cell - dfrtp_1
critical path's most frequent cell - inv_1
Max VDD drop - 128 µV
kind of critical path - reg2out
post-synthesis simple-gate area fraction - 0.127
multi-input logic area - 673 µm²
RSZ-0062 raised after global routing - no
xor/xnor share - 0.00536
Hold-fix buffers, CTS - 0
final setup fails - 0
Pre-antenna DRT Iters - 4
postcts setup bufs - 0
Filler cells - 461
setup slack, reg-to-reg - 1.24 ns
crit-path leading delay family - buffers and inverters
mux share - 0.0130
grt total ovfl - 0
cell breakdown of the critical path - inv_1, ha_1, nand2_1, inv_1, clkdlybuf4s50_1
die area - 0.00575 mm²
Detail Placement HPWL - 2790 µm
worst-path fanout max - 11
Seq. cell area - 876 µm²
Area Growth Syn to Fin - 35.2%
vias in the first global route - 1214
Period minus WS final - 3.04 ns
max frequency - 329 MHz
total CTS buffers - 5
most frequent logic cell in the layout - clkdlybuf4s50_1
Least-Margin Pin Slew - 0.609 ns
via count - 1316
CP Capture Type - output pin
worst stage delay on the critical path - 0.51 ns
Max-Cap Viols - 0
TNS Setup - 0 ns
TritonCTS clock tree - yes
Top cells excl fill/tap - clkdlybuf4s50_1, dfrtp_1, a32o_1
initial DRC count - 87
Clock Pin Slew Worst Setup and Hold Paths - 0.07 ns
row count - 26
Synth Warn # - 1
OpenROAD warning count - 29
-- final cells by class --
cell class / instances / area share
Sequential cell: 35 / 0.396
Multi-Input combinational cell: 76 / 0.304
Timing Repair Buffer: 48 / 0.216
Tap cell: 70 / 0.0396
Clock buffer: 6 / 0.0328
Clock inverter: 2 / 0.00566
Inverter: 3 / 0.00509
-- layer usage --
| layer | track usage | up-vias | routed length (µm) |
|---|---|---|---|
| li1 | - | 595 | - |
| met1 | 0.233 | 661 | 1790 |
| met2 | 0.224 | 55 | 1900 |
| met3 | 0.0402 | 5 | 356 |
| met4 | 0.0185 | 0 | 38 |
| met5 | 0 | - | 0 |
-- synth_stat cells (all sizes together) --
| library cell | count | share of area |
|---|---|---|
| nor3 | 1 | 0.0099 |
| clkbuf | 1 | 0.0023 |
| buf | 8 | 0.044 |
| and3 | 1 | 0.0038 |
| inv | 3 | 0.0069 |
| xor2 | 1 | 0.0054 |
| and4 | 1 | 0.0054 |
| nor2 | 3 | 0.0084 |
| and2 | 1 | 0.0054 |
| nand2 | 5 | 0.011 |
| a32oi | 2 | 0.011 |
| nand4b | 1 | 0.0054 |
| nand3b | 1 | 0.0046 |
| ha | 5 | 0.038 |
| nor2b | 2 | 0.0076 |
| nor4b | 1 | 0.015 |
| nor4 | 1 | 0.013 |
| a211oi | 4 | 0.018 |
| a31oi | 4 | 0.015 |
| o311a | 1 | 0.0061 |
| o211a | 1 | 0.0061 |
| mux2i | 1 | 0.0061 |
| a32o | 28 | 0.17 |
| nand3 | 5 | 0.018 |
| mux2 | 1 | 0.0069 |
| nand4 | 4 | 0.015 |
| nand2b | 1 | 0.0038 |
| dfrtp | 35 | 0.54 |
-- worst register-to-register path, delay by kind of cell, from the launching register on --
kind | cells | cell delay, ns
adder cells (fa/ha/maj) | 1 | 0.36
flip-flops | 1 | 0.56
AND-OR/OR-AND | 1 | 0.42
buffers and inverters | 1 | 0.14
AND/OR/NAND/NOR | 2 | 0.77
-- per-stage QoR --
stage                     setup WS [ns]  cell area, µm²  instances
final                             0.559            2210        240
after global routing              0.385            2210        240
after CTS                         0.565            2210        240
after detailed placement          0.874            2130        232
after global placement            0.936            2130        232
after floorplan                    1.65            1640        123
-- cells by family after synthesis --
| logic type | after synthesis |
|---|---|
| buf+inv | 12 |
| compound gates | 40 |
| flops | 35 |
| simple gates | 28 |
| fa+ha+maj | 5 |
| xor+xnor | 1 |
| mux | 2 |
-- state kept, by name, indices dropped and copies added, names as in the netlist --
signal / cells
bcnt: 3
sreg: 32
-- power breakdown --
| group | internal [mW] | switching, mW |
|---|---|---|
| clock network | 0.135 | 0.136 |
| logic | 0.0808 | 0.0891 |
| registers | 0.409 | 0.0163 |
-- final timing paths --
check	from	endpoint	cells after the start
setup / recovery	bcnt[0]$_DFFE_PN0P_	source_valid_o	5
hold reg to reg	sreg[31]$_DFFE_PN0P_	sreg[31]$_DFFE_PN0P_	1
min in group asynchronous	rst_ni	sreg[2]$_DFFE_PN0P_	2
hold / removal	sreg[31]$_DFFE_PN0P_	sreg[31]$_DFFE_PN0P_	1
setup reg to reg	bcnt[0]$_DFFE_PN0P_	sreg[26]$_DFFE_PN0P_	5
max in group asynchronous	rst_ni	bcnt[1]$_DFFE_PN0P_	2
Power figures rest on the tool's default switching activity, not on a simulated workload.
