[flow/design.v]
package controller_pkg;
  parameter int unsigned I2cAcqByteIdWidth = 3;
  typedef enum logic [I2cAcqByteIdWidth-1:0] {
    AcqData      = 3'b000,
    AcqStart     = 3'b001,
    AcqStop      = 3'b010,
    AcqRestart   = 3'b011,
    AcqNack      = 3'b100,
    AcqNackStart = 3'b101,
    AcqNackStop  = 3'b110
  } i2c_acq_byte_id_e;
  parameter int unsigned FmtFifoWidth = 8 + 5;
  parameter int unsigned RxFifoWidth = 8;
  parameter int unsigned TxFifoWidth = 8;
  parameter int unsigned IbiFifoWidth = 8;
  parameter int unsigned AcqFifoWidth = I2cAcqByteIdWidth + 8;
  parameter int I2CFifoDepth = 64;
  localparam int I2CFifoDepthWidth = $clog2(I2CFifoDepth + 1);
  typedef struct packed {logic err_0;} i3c_err_t;
  typedef struct packed {logic irq_0;} i3c_irq_t;
  typedef enum logic {
    Write = 1'b0,
    Read  = 1'b1
  } cmd_transfer_dir_e;
  typedef struct packed {
    logic [4:0] __rsvd63_59;
    logic [7:0] autocmd_hdr_code;
    logic [2:0] autocmd_mode;
    logic [7:0] autocmd_value;
    logic [7:0] autocmd_mask;
    logic device;
    logic [1:0] dev_nack_retry_cnt;
    logic [2:0] ring_id;
    logic [1:0] __rsvd25_24;
    logic [7:0] dynamic_address;
    logic ts;
    logic crr_reject;
    logic ibi_reject;
    logic ibi_payload;
    logic [4:0] __rsvd11_7;
    logic [6:0] static_address;
  } dat_entry_t;
endpackage
package prim_ram_1p_pkg_i3ccore;
  typedef struct packed {
    logic       cfg_en;
    logic [3:0] cfg;
  } cfg_t;
  typedef struct packed {
    cfg_t ram_cfg;   
    cfg_t rf_cfg;    
  } ram_1p_cfg_t;
endpackage  
module descriptor_ibi #(
    parameter int unsigned TtiIbiDataWidth = 32,
    parameter int unsigned TtiIbiDataDepth = 32,
    parameter int unsigned IbiFifoWidth = 8
) (
    input logic clk_i,
    input logic rst_ni,
    input logic ibi_queue_full_i,
    input logic ibi_queue_empty_i,
    input logic ibi_queue_rvalid_i,
    input logic [TtiIbiDataDepth-1:0] ibi_queue_depth_i,
    output logic ibi_queue_rready_o,
    input logic [TtiIbiDataWidth-1:0] ibi_queue_rdata_i,
    output logic ibi_byte_valid_o,
    input logic ibi_byte_ready_i,
    output logic [IbiFifoWidth-1:0] ibi_byte_o,
    output logic ibi_byte_last_o
);
  logic [7:0] data_mdb;
  logic [7:0] data_len;
  logic [7:0] data_words;
  logic [7:0] data_cnt;
  logic [7:0] data_byte;
  logic       data_pop;
  logic       ibi_dmux_sel;
  typedef enum logic [7:0] {
    Idle,
    DescLatch,
    DescPop,
    WriteMdb,
    WriteData
  } state_e;
  state_e state_q;
  assign ibi_queue_rready_o = ibi_queue_rvalid_i &&
        (state_q == DescPop) ||
        (state_q == WriteData && ibi_byte_ready_i && data_pop);
  always_ff @(posedge clk_i or negedge rst_ni)
    if (!rst_ni) state_q <= Idle;
    else
      unique case (state_q)
        Idle: if (ibi_queue_rvalid_i) state_q <= DescLatch;
        DescLatch:
        if (ibi_queue_depth_i >= (data_words + 1))   
          state_q <= DescPop;
        DescPop: state_q <= WriteMdb;
        WriteMdb:
        if (ibi_byte_ready_i)
          if (data_len == 8'hFF)   
            state_q <= Idle;
          else   
            state_q <= WriteData;
        WriteData: if (ibi_byte_ready_i) if (data_cnt == data_len) state_q <= Idle;
        default: state_q <= Idle;
      endcase
  always_ff @(posedge clk_i)
    if (state_q == Idle && ibi_queue_rvalid_i) begin
      data_mdb   <= ibi_queue_rdata_i[31:24];
      data_len   <= ibi_queue_rdata_i[7:0] - 1;
      data_words <= 8'(ibi_queue_rdata_i[7:2] + |ibi_queue_rdata_i[1:0]);
    end
  always_ff @(posedge clk_i)
    if (state_q == Idle) begin
      data_cnt <= '0;
    end else if (state_q == WriteData) begin
      if (ibi_queue_rvalid_i && ibi_byte_ready_i) data_cnt <= data_cnt + 1;
    end
  always_comb
    unique case (data_cnt[1:0])
      2'b00:   data_byte = ibi_queue_rdata_i[7:0];
      2'b01:   data_byte = ibi_queue_rdata_i[15:8];
      2'b10:   data_byte = ibi_queue_rdata_i[23:16];
      2'b11:   data_byte = ibi_queue_rdata_i[31:24];
      default: data_byte = ibi_queue_rdata_i[7:0];
    endcase
  assign data_pop = (data_cnt[1:0] == 2'b11) ||   
      (data_cnt == data_len);   
  assign ibi_dmux_sel = (state_q == WriteMdb);
  assign ibi_byte_valid_o = (ibi_dmux_sel) ? 1'b1 : ((state_q == WriteData) && ibi_queue_rvalid_i);
  assign ibi_byte_o = (ibi_dmux_sel) ? data_mdb : data_byte;
  assign ibi_byte_last_o = (ibi_dmux_sel) ? &data_len : (data_cnt == data_len);
endmodule
[flow/run.sh]
#!/bin/bash
# OpenROAD 26Q1-2900-gdf79404cd8, Yosys 0.63+post, stock flow scripts
make -C /OpenROAD-flow-scripts/flow DESIGN_CONFIG=/design/flow/config.mk WORK_HOME=/design/flow/orfs finish
[flow/config.mk]
export PLATFORM = sky130hd
export DESIGN_NAME = descriptor_ibi
export DESIGN_NICKNAME = descriptor_ibi
export VERILOG_FILES = /design/flow/design.v
export SDC_FILE = /design/flow/constraint.sdc
export NUM_CORES = 4
export LEC_CHECK = 1
export CORE_UTILIZATION = 50
[flow/constraint.sdc]
current_design descriptor_ibi

set clk_period 3.7
set clk_io_pct 0.2

create_clock -name clk0 -period $clk_period [get_ports {clk_i}]

set non_clock_inputs [all_inputs -no_clocks]
set_input_delay [expr $clk_period * $clk_io_pct] -clock clk0 $non_clock_inputs
set_output_delay [expr $clk_period * $clk_io_pct] -clock clk0 [all_outputs]
==> impl_metrics.env <==
# yosys + openroad results
export IMPL_ir_drop_v=0.000249
export IMPL_clk_latency_ns=0.28
export IMPL_start_kind="flop"
export IMPL_clockBufferDepth=2
export IMPL_layout_setup_ws_ns=0.574
export IMPL_syn_area_mm2=0.00220
export IMPL_rows=23
export IMPL_lay_top_count="clkdlybuf4s50_1"
export IMPL_path_max_fanout=14
export IMPL_min_period_ns=3.13
export IMPL_clock_sinks=36
export IMPL_syn_area_per_cell_um2=10.2
export IMPL_die_area_mm2=0.00468
export IMPL_p_leak_nw=1.24
export IMPL_fmax_mhz=320
export IMPL_layout_drive_gt1_share=0.0546
export IMPL_fin_hold_ws_ns=0.459
export IMPL_ant_nets=0
export IMPL_power_mw=1.31
export IMPL_endpoint_kind="primary output"
export IMPL_ys_sh_xor=0.111
export IMPL_critical_path_top_delay_family="buffers and inverters"
export IMPL_simple_gate_share=0.175
export IMPL_min_to="state_q[4]"
export IMPL_postCtsHoldBufs=0
export IMPL_die_y_um=68.4
export IMPL_maxCapViolations=0
export IMPL_path_buffers=3
export IMPL_pre_cts_ws_ns=0.644
export IMPL_synth_seq_share=0.443
export IMPL_cp_data_arrival_time_ns=2.39
export IMPL_async_flop_share=0.139
export IMPL_firstDrtPassIters=5
export IMPL_status="finished, final reports clean"
export IMPL_synth_flops=36
export IMPL_path_clk_slew_ns=0.08
export IMPL_regToRegSetupSlack_ns=1.66
export IMPL_hp_class="reg -> reg"
export IMPL_worstHoldStart="state_q[2]"
export IMPL_hold_viol_final=0
export IMPL_die_width_um=68.4
export IMPL_drc_errors=0
export IMPL_initCoreUtil=0.535
export IMPL_vias=1867
export IMPL_io_buffers=78
export IMPL_worstSetupPathDepth=6
export IMPL_dr_first_iter_drc_count=76
export IMPL_grt_use_total=0.227
export IMPL_layout_top_cells="78 x clkdlybuf4s50_1, 23 x edfxtp_1, 21 x nor2_1, 19 x xor2_1, 16 x ha_1"
export IMPL_postCtsSetupBuffers=0
export IMPL_yosysChipArea_mm2=0.00220
export IMPL_tightestPinTransition_ns=0.660
export IMPL_powerDensity_mw_per_mm2=422
export IMPL_globalplace_congestion=0.773
export IMPL_rsz0062_at_grt="false"
export IMPL_critPathMaxStageDelay_ns=0.49
export IMPL_grt_pass1_vias=1735
export IMPL_edf_count=23
export IMPL_path_cells="inv_1, ha_1, inv_1, mux2_2, o21ai_0, clkdlybuf4s50_1"
export IMPL_tns_ns=0
export IMPL_overflow=0
export IMPL_numCtsBuffers=5
export IMPL_synthCells=215
export IMPL_antenna_found_initial=0
export IMPL_ys_flop_type="edfxtp_1"
export IMPL_holdPathStages=1
export IMPL_path_class="reg -> out"
export IMPL_grt_max_degree=25
export IMPL_timing_rr_end="state_q[2]"
export IMPL_ys_sh_aoi=0.125
export IMPL_cp_common_cell="inv_1"
export IMPL_reg2reg_from="data_words[0]"
export IMPL_ios=81
export IMPL_relSlewSlack=0.560
export IMPL_wirelength_mm=4.68
export IMPL_via_per_inst=5.44
export IMPL_drv_slew=0
export IMPL_cts_resized=0
export IMPL_setup_violations=0
export IMPL_openroad_warnings=31
export IMPL_ys_warn_count=1
export IMPL_ys_cells=215
export IMPL_area_growth_syn_to_layout_pct=40.9
export IMPL_finClkSkew_ns=0.0139
export IMPL_utilization=0.754
export IMPL_ys_sh_mux=0.0102
export IMPL_yosysUniqueCellTypes=37
export IMPL_worst_ep_required_time_ns=2.96
export IMPL_grt_pass1_wl_mm=7.49
export IMPL_htree_levels=2
export IMPL_diodes=0
export IMPL_period_used=0.845
export IMPL_hpwl_mm=3.68
export IMPL_reg2regPathDepth=8
export IMPL_core_region_area_mm2=0.00412
export IMPL_crit_slowest_cell="clkdlybuf4s50_1"
export IMPL_logic_family="simple AND/OR/NAND/NOR gates"
export IMPL_root_buffer="clkbuf_8"
export IMPL_cts_tree="built"
export IMPL_wl_per_cell_um=13.6
export IMPL_ys_sh_adder=0.0909
-- worst max path at each step --
stage	endpoint	from	slack, ns
final	ibi_byte_o[1]	data_cnt[0]	0.57
after global routing	ibi_byte_o[1]	data_cnt[0]	0.37
after CTS	ibi_byte_o[1]	data_cnt[0]	0.56
-- flip-flops by register name, summed over array words and instances (netlist names) --
name        cells
data_words      7
data_len        8
data_cnt        8
state_q         5
data_mdb        8
-- metrics by stage --
stage          area (µm²)  cells
2_1_floorplan        2200    215
3_3_place_gp         3010    335
3_5_place_dp         3010    335
4_1_cts              3100    343
5_1_grt              3100    343
6_report             3100    343
-- cell type report --
| cell class | instances | area [µm²] |
|---|---|---|
| clock buffers | 7 | 86.3 |
| well taps | 50 | 62.6 |
| flip-flops and latches | 36 | 977 |
| clock inverters | 1 | 6.26 |
| inverters | 12 | 45.0 |
| repair buffers | 80 | 796 |
| fillers | 282 | 1010 |
| multi-input cells | 157 | 1130 |
-- power by group --
group	switching (mW)	total, mW	internal [mW]
clock	0.135	0.287	0.152
sequential	0.0352	0.487	0.452
combinational	0.203	0.536	0.333
total	0.374	1.31	0.937
-- worst register-to-register path, stage by stage, from the launching register on --
cell and delay (ns):
edfxtp_1 0.45, ha_1 0.27, nand3_1 0.11, nor2_1 0.07
xnor2_1 0.18, ha_1 0.29, and4_1 0.18, nor3_1 0.24
a21boi_0 0.12
-- cell usage after synthesis (all sizes together), types with 7 or more instances --
library cell,instances,area (µm²)
inv,12,45.0
dfxtp,8,160
nor4,8,65.1
a21o,7,52.6
ha,16,200
nand2,14,52.6
xnor2,9,78.8
nand3,9,45.0
nor2,21,78.8
nand4,8,50.1
edfxtp,23,691
xor2,19,166
a222oi,8,80.1
o21ai,7,35.0
-- kinds of logic after synthesis --
family / Yosys count
flops: 36
mux: 2
simple gates: 74
compound gates: 37
xor+xnor: 28
fa+ha+maj: 16
buf+inv: 22
-- metal layers --
layer,GRT usage,wire length (µm),vias to the layer above
met1,0.337,2110,827
met3,0.0760,519,4
met5,0,0,-
met4,0.0234,42,0
li1,-,-,955
met2,0.352,2010,81
No activity file was given, so power comes from the tool's default toggle rates.
