==> ./design.v <==
package controller_pkg;
  parameter int unsigned I2cAcqByteIdWidth = 3;
  typedef enum logic [I2cAcqByteIdWidth-1:0] {
    AcqData      = 3'b000,
    AcqStart     = 3'b001,
    AcqStop      = 3'b010,
    AcqRestart   = 3'b011,
    AcqNack      = 3'b100,
    AcqNackStart = 3'b101,
    AcqNackStop  = 3'b110
  } i2c_acq_byte_id_e;
  parameter int unsigned FmtFifoWidth = 8 + 5;
  parameter int unsigned RxFifoWidth = 8;
  parameter int unsigned TxFifoWidth = 8;
  parameter int unsigned IbiFifoWidth = 8;
  parameter int unsigned AcqFifoWidth = I2cAcqByteIdWidth + 8;
  parameter int I2CFifoDepth = 64;
  localparam int I2CFifoDepthWidth = $clog2(I2CFifoDepth + 1);
  typedef struct packed {logic err_0;} i3c_err_t;
  typedef struct packed {logic irq_0;} i3c_irq_t;
  typedef enum logic {
    Write = 1'b0,
    Read  = 1'b1
  } cmd_transfer_dir_e;
  typedef struct packed {
    logic [4:0] __rsvd63_59;
    logic [7:0] autocmd_hdr_code;
    logic [2:0] autocmd_mode;
    logic [7:0] autocmd_value;
    logic [7:0] autocmd_mask;
    logic device;
    logic [1:0] dev_nack_retry_cnt;
    logic [2:0] ring_id;
    logic [1:0] __rsvd25_24;
    logic [7:0] dynamic_address;
    logic ts;
    logic crr_reject;
    logic ibi_reject;
    logic ibi_payload;
    logic [4:0] __rsvd11_7;
    logic [6:0] static_address;
  } dat_entry_t;
endpackage
package prim_ram_1p_pkg_i3ccore;
  typedef struct packed {
    logic       cfg_en;
    logic [3:0] cfg;
  } cfg_t;
  typedef struct packed {
    cfg_t ram_cfg;   
    cfg_t rf_cfg;    
  } ram_1p_cfg_t;
endpackage  
module bus_tx (
    input logic clk_i,
    input logic rst_ni,
    input logic [19:0] t_r_i,        
    input logic [19:0] t_su_dat_i,   
    input logic [19:0] t_hd_dat_i,   
    input logic drive_i,   
    input logic drive_value_i,   
    input logic scl_negedge_i,
    input logic scl_posedge_i,
    input logic scl_stable_low_i,
    input logic sel_od_pp_i,
    output logic tx_idle_o,
    output logic tx_done_o,   
    output logic sel_od_pp_o,
    output logic sda_o   
);
  logic [19:0] tcount_q;     
  logic [19:0] tcount_d;     
  logic        load_tcount;  
  logic [19:0] t_sd_i;
  logic [19:0] t_sd;
  logic        t_sd_z;
  logic        t_hd_z;
  assign t_sd_i = t_r_i + t_su_dat_i;
  always_ff @(posedge clk_i) begin
    t_sd   <= t_sd_i;
    t_sd_z <= t_sd_i == 20'd0;
    t_hd_z <= t_hd_dat_i == 20'd0;
  end
  typedef enum logic [1:0] {
    tSetupData,
    tHoldData,
    tNoDelay
  } tcount_sel_e;
  tcount_sel_e tcount_sel;
  always_comb begin : counter_functions
    tcount_d = tcount_q;
    if (load_tcount) begin
      unique case (tcount_sel)
        tSetupData: tcount_d = t_sd;
        tHoldData:  tcount_d = (t_hd_dat_i > 0) ? t_hd_dat_i : 20'd1;
        tNoDelay:   tcount_d = 20'd1;
        default:    tcount_d = 20'd1;
      endcase
    end else begin
      if (tcount_q != 20'd0) begin
        tcount_d = tcount_q - 1'b1;
      end
    end
  end
  always_ff @(posedge clk_i or negedge rst_ni) begin : clk_counter
    if (~rst_ni) begin
      tcount_q <= '0;
    end else begin
      tcount_q <= tcount_d;
    end
  end
  typedef enum logic [2:0] {
    Idle,
    AwaitClockNegedge,
    SetupData,
    TransmitData,
    HoldData
  } tx_state_e;
  tx_state_e state_d, state_q;
  always_ff @(posedge clk_i or negedge rst_ni) begin : update_fsm_state
    if (~rst_ni) begin
      state_q <= Idle;
    end else begin
      state_q <= state_d;
    end
  end
  assign tx_idle_o = (state_q == Idle);
  always_comb begin : tx_fsm_outputs
    sda_o = '1;
    tx_done_o = '0;   
    load_tcount = '0;
    tcount_sel = tNoDelay;
    unique case (state_q)
      Idle: begin
        if (drive_i) begin
          tcount_sel  = tSetupData;
          load_tcount = '1;
          if (t_sd_z & (scl_stable_low_i | scl_negedge_i)) begin
            sda_o = drive_value_i;
          end
        end
      end
      AwaitClockNegedge: begin
        tcount_sel  = tSetupData;
        load_tcount = '1;
        if (t_sd_z & scl_negedge_i) begin
          sda_o = drive_value_i;
        end
      end
      SetupData: begin
        if (tcount_q == 20'd1) begin
          sda_o = drive_value_i;
        end
      end
      TransmitData: begin
        sda_o = drive_value_i;
        if (scl_negedge_i) begin
          tcount_sel  = tHoldData;
          load_tcount = '1;
          if (t_hd_z) tx_done_o = '1;
        end
      end
      HoldData: begin
        if (tcount_q != 20'd0) begin
          sda_o = drive_value_i;
        end else begin
          tx_done_o = '1;
        end
      end
      default: begin
        sda_o = '1;
        tx_done_o = '0;   
        load_tcount = '0;
        tcount_sel = tNoDelay;
      end
    endcase
  end
  always_comb begin : tx_fsm_state
    state_d = state_q;
    unique case (state_q)
      Idle: begin
        if (drive_i) begin
          if (scl_stable_low_i | scl_negedge_i)
            state_d = (t_sd_z) ? TransmitData : SetupData;
          else
            state_d = AwaitClockNegedge;
        end
      end
      AwaitClockNegedge: begin
        if (scl_stable_low_i | scl_negedge_i)
          state_d = (t_sd_z) ? TransmitData : SetupData;
      end
      SetupData: begin
        if (tcount_q == 20'd1)
          state_d = TransmitData;
      end
      TransmitData: begin
        if (scl_negedge_i)
          state_d = (t_hd_z) ? Idle : HoldData;
      end
      HoldData: begin
        if (tcount_q == 20'd0 & scl_stable_low_i)
          state_d = Idle;
      end
      default: begin
        state_d = state_q;
      end
    endcase
    if (~drive_i) begin
      state_d = Idle;
    end
  end
  assign sel_od_pp_o = sel_od_pp_i;   
endmodule
module bus_tx_flow (
    input logic clk_i,
    input logic rst_ni,
    input logic [19:0] t_r_i,        
    input logic [19:0] t_su_dat_i,   
    input logic [19:0] t_hd_dat_i,   
    input logic scl_negedge_i,
    input logic scl_posedge_i,
    input logic scl_stable_low_i,
    input logic req_byte_i,
    input logic req_bit_i,
    input logic [7:0] req_value_i,
    output logic bus_tx_done_o,
    output logic bus_tx_idle_o,
    output logic req_error_o,
    output logic bus_error_o,
    input  logic sel_od_pp_i,
    output logic sel_od_pp_o,
    output logic sda_o   
);
  logic drive_bit_en;
  logic drive_bit_value;
  logic [3:0] bit_counter;
  logic tx_idle;
  logic tx_done;   
  logic bus_tx_done;
  logic bus_tx_idle;
  logic bit_counter_en;
  logic [7:0] req_value;
  logic [1:0] reqs;
  logic req;
  logic req_error;
  logic bus_error;
  logic error;
  assign reqs = {req_byte_i, req_bit_i};
  assign req = |reqs;
  assign req_error = ~(~|(reqs & (reqs - 1)));
  assign bus_error = '0;
  assign error = req_error | bus_error;
  always_ff @(posedge clk_i or negedge rst_ni) begin : update_bit_counter
    if (~rst_ni) begin
      bit_counter <= '0;
    end else begin
      if (bit_counter_en) begin
        if (tx_done) begin
          if (bit_counter == 4'h0) bit_counter <= 4'h7;
          else bit_counter <= bit_counter - 1;
        end else bit_counter <= bit_counter;
      end else begin
        bit_counter <= 4'h7;
      end
    end
  end
  always_ff @(posedge clk_i or negedge rst_ni) begin : update_req_value
    if (~rst_ni) begin
      req_value <= '0;
    end else begin
      if (bit_counter_en) begin
        if (tx_done) req_value[7:0] <= {req_value[6:0], 1'b0};
      end else if (bit_counter == 4'h7) begin
        req_value <= req_value_i;
      end else begin
        req_value <= '0;
      end
    end
  end
  typedef enum logic [2:0] {
    Idle,
    DriveByte,
    DriveBit,
    NextTaskDecision
  } tx_state_e;
  tx_state_e state_d, state_q;
  always_ff @(posedge clk_i or negedge rst_ni) begin : update_fsm_state
    if (~rst_ni) begin
      state_q <= Idle;
    end else begin
      state_q <= state_d;
    end
  end
  always_comb begin : tx_fsm_outputs
    bus_tx_idle = '0;
    bus_tx_done = '0;
    drive_bit_en = '0;
    drive_bit_value = 1'b1;   
    bit_counter_en = '0;
    unique case (state_q)
      Idle: begin
        bus_tx_idle  = tx_idle;
        drive_bit_en = tx_idle ? req : 1'b0;
        drive_bit_value = req_byte_i ? req_value_i[7] : req_value_i[0];
      end
      DriveByte: begin
        bit_counter_en = 1'b1;
        drive_bit_en = req;
        drive_bit_value = req_value[7];
        if (~|bit_counter & tx_done) begin
          bus_tx_done = 1'b1;
        end
      end
      DriveBit: begin
        drive_bit_value = req_value[0];
        drive_bit_en = req;
        if (tx_done) bus_tx_done = 1'b1;
      end
      NextTaskDecision: begin
        drive_bit_en = req;
        drive_bit_value = req_value_i[0];
      end
      default: ;
    endcase
  end
  always_comb begin : tx_fsm_state
    state_d = state_q;
    unique case (state_q)
      Idle: begin
        if (tx_idle) begin
          state_d = req_byte_i ? DriveByte : req_bit_i ? DriveBit : Idle;
        end
      end
      DriveByte: begin
        if (bus_tx_done) begin
          state_d = NextTaskDecision;
        end
      end
      DriveBit: begin
        if (tx_done) begin
          state_d = NextTaskDecision;
        end
      end
      NextTaskDecision: begin
        state_d = req_byte_i ? DriveByte : req_bit_i ? DriveBit : Idle;
      end
      default: begin
        state_d = Idle;
      end
    endcase
    if (~req | error) begin
      state_d = Idle;
    end
  end
  bus_tx xbus_tx (
      .clk_i,
      .rst_ni,
      .t_r_i,
      .t_su_dat_i,
      .t_hd_dat_i,
      .drive_i(drive_bit_en),
      .drive_value_i(drive_bit_value),
      .scl_negedge_i,
      .scl_posedge_i,
      .scl_stable_low_i,
      .sel_od_pp_i,
      .sel_od_pp_o,
      .tx_idle_o(tx_idle),
      .tx_done_o(tx_done),
      .sda_o
  );
  assign req_error_o   = req_error;
  assign bus_error_o   = bus_error;
  assign bus_tx_idle_o = bus_tx_idle;
  assign bus_tx_done_o = bus_tx_done;
endmodule
==> ./run.sh <==
#!/bin/bash
# OpenROAD 26Q1-2900-gdf79404cd8, Yosys 0.63+post, stock flow scripts
make -C /OpenROAD-flow-scripts/flow DESIGN_CONFIG=/design/flow/config.mk WORK_HOME=/design/flow/orfs finish
==> ./config.mk <==
export PLATFORM = sky130hd
export DESIGN_NAME = bus_tx_flow
export DESIGN_NICKNAME = bus_tx_flow
export VERILOG_FILES = /design/flow/design.v
export SDC_FILE = /design/flow/constraint.sdc
export NUM_CORES = 4
export LEC_CHECK = 1
export CORE_UTILIZATION = 50
==> ./constraint.sdc <==
current_design bus_tx_flow

set clk_period 5.6
set clk_io_pct 0.2

create_clock -name clk0 -period $clk_period [get_ports {clk_i}]

set non_clock_inputs [all_inputs -no_clocks]
set_input_delay [expr $clk_period * $clk_io_pct] -clock clk0 $non_clock_inputs
set_output_delay [expr $clk_period * $clk_io_pct] -clock clk0 [all_outputs]
==> metrics.cfg <==
[detailed_routing]
firstDrtPassIters = 5
detail_route.wl_per_cell_um = 14.8
totalWireLength_um = 9690
dr_total_vias = 3826
diodes = 0
viasPerCell = 5.85
antenna_left = 0
drc = 0
drt_iter0_markers = 173

[final_layout]
mostFrequentLayoutCell = clkdlybuf4s50_1
layout-drive-gt1-share = 0.0707
syn2layout_area_growth_pct = 25.4
lay_top_cells = clkdlybuf4s50_1 (76), nor2_1 (60), nand2_1 (41), dfrtp_1 (39), a21oi_1 (38)
final_cells = 654

[final_timing]
whs_ns = 0.464
rsz0062_at_grt = false
worstMarginPinSlew_ns = 0.800
finClkSkew_ns = 0.00963
clock.fmax_mhz = 235
finalSetupTns_ns = 0
hold_viol_final = 0
setup_viol_count_final = 0
report.final.slew_viol_count = 0
relSlewSlack = 0.467
fin_crit_sh = 0.759
fin_crit_ns = 4.25

[clock_network]
cts_buffer_depth = 2
cts_resized = 0
cts_root_buf = clkbuf_8
post_cts_buffers = 0
clock_latency_ns = 0.33
cts.sinks = 63
clkSlewWorstSetupHoldPaths_ns = 0.07
cts_max_level = 3
cts_made_buffers = 9
cts_tree = done
hold_buffers = 0

[placement]
dpl.cell_count = 638
io_buffers = 77
dp_hpwl_um = 7350
gp_congestion = 0.938

[floorplanning]
core_mm2 = 0.00785
io-pin-count = 82
die_h_um = 92.8
die_x_um = 92.8
fp-utilization = 0.525
rows = 32
chipArea_mm2 = 0.00860

[synthesis]
synth_cells = 473
syn_area_mm2 = 0.00412
edf_count = 0
synth_area_per_cell_um2 = 8.71
flop_cell = dfrtp_1
synth.distinct_cells = 66
ys_warn_count = 2
synth_chip_area_mm2 = 0.00412
postSynthSeqShare = 0.357
ys_cells = 473
async_flop_share = 0.651
numSynthFlops = 63

[flow_run]
cap_viol_max_count = 0
openroad.warnings = 34

[grt]
grt_pass1_wl_um = 16200
grtUsageMet3 = 0.0443
grt_pass1_vias = 3522
grt_usage = 0.240
met1_usage = 0.374
overflow = 0
grtUsageMet2 = 0.361
grt_max_degree = 42
antenna_found_initial = 0
grt-busiest-layer = met1

[pwr]
leakagePower_nw = 2.20
pwr-share-clk = 0.246
combinationalPowerShare = 0.352
peakVddDrop_uv = 183
switching_power_mw = 0.596
powerDensity_mw_per_mm2 = 331
swShare = 0.348
intPower_mw = 1.12
seqPwrFrac = 0.402

[critical_path]
r2r_cells = 8
path_common_cell = nor4_2
crit_type = reg2out
crit_path_max_incr_delay_ns = 0.48
required_ns = 4.48
worstPathMaxFanout = 18
worst_ep_arrival_time_ns = 3.13
worst_setup_path_end_kind = output port
worstPathCellList = nor4_2 > nand4_1 > nor4_2 > and2_1 > a21oi_2 > nor2_1 > clkdlybuf4s50_1
crit_path_top_delay_cell = clkdlybuf4s50_1
cp-start-kind = register

[status]
outcome = finished clean

[worst_hold_path]
whs_path_depth = 1
hold_class = reg2reg

[cells in the mapped netlist, types with 4 or more instances]
cell | number | share of area
a22o_1 | 7 | 0.015
nor4_2 | 4 | 0.012
and2_1 | 4 | 0.0061
dfxtp_1 | 22 | 0.11
nor4_1 | 12 | 0.018
a222oi_1 | 10 | 0.024
nor2_1 | 60 | 0.055
and3_1 | 6 | 0.0091
ha_1 | 29 | 0.088
a22oi_1 | 5 | 0.0091
nand2_1 | 41 | 0.037
clkbuf_1 | 6 | 0.0055
a21o_1 | 10 | 0.018
a21oi_1 | 38 | 0.046
buf_2 | 9 | 0.011
nand3_1 | 14 | 0.017
nand2b_1 | 4 | 0.0061
nor2b_1 | 4 | 0.0061
xor2_1 | 15 | 0.032
nor3_1 | 17 | 0.021
inv_1 | 15 | 0.014
xnor2_1 | 11 | 0.023
o21ai_0 | 17 | 0.021
dfrtp_1 | 39 | 0.24
o21ai_1 | 5 | 0.0061
o22a_1 | 4 | 0.0085
[worst max-delay path, delay by kind of cell, from the launching register on]
| kind | cells | cell delay, ns |
|---|---|---|
| simple gates | 5 | 1.60 |
| buf+inv | 1 | 0.48 |
| flops | 1 | 0.43 |
| compound gates | 1 | 0.30 |
[path summary, 6_finish.rpt]
path | startpoint | slack [ns] | endpoint
worst max-delay path | xbus_tx.tcount_q[5] | 1.35 | bus_tx_done_o
worst min-delay path | xbus_tx.t_sd[18] | 0.46 | xbus_tx.tcount_q[18]
min in group asynchronous | rst_ni | 0.85 | xbus_tx.state_q[1]
worst min register to register | xbus_tx.t_sd[18] | 0.46 | xbus_tx.tcount_q[18]
worst max register to register | xbus_tx.tcount_q[5] | 2.86 | bit_counter[3]
max in group asynchronous | rst_ni | 4.37 | state_q[0]
[state kept, by name, summed over array words and instances, names as in the netlist]
| name | cells |
|---|---|
| xbus_tx.t_sd | 20 |
| xbus_tx.tcount_q | 20 |
| req_value | 8 |
| xbus_tx.state_q | 5 |
| bit_counter | 4 |
| state_q | 4 |
| xbus_tx.t_hd_z | 1 |
| xbus_tx.t_sd_z | 1 |
[power groups by stage]
| stage | registers [mW] | logic, mW | clock network, mW |
|---|---|---|---|
| after CTS | 0.687 | 0.599 | 0.434 |
| after global routing | 0.707 | 0.680 | 0.455 |
| final | 0.688 | 0.603 | 0.421 |
[layout make-up]
| class | count | area (µm²) |
|---|---|---|
| clock buffers | 10 | 128 |
| clock inverters | 6 | 85.1 |
| repair buffers | 82 | 803 |
| well taps | 102 | 128 |
| multi-input cells | 375 | 2490 |
| fillers | 645 | 2680 |
| flip-flops and latches | 63 | 1470 |
| inverters | 16 | 60.1 |
[routing by layer]
metal | part of all wire | wire, µm
met1 | 0.48 | 4640
met2 | 0.43 | 4190
met3 | 0.069 | 668
met4 | 0.020 | 194
met5 | 0 | 0
[kinds of logic (layout without fill, tap and decap cells)]
logic type,count (synthesis),in the layout,synth area share
AND/OR/NAND/NOR,180,180,0.213
AND-OR/OR-AND,134,134,0.231
flip-flops,63,63,0.357
buffers and inverters,35,114,0.0383
adder cells (fa/ha/maj),30,30,0.0930
XOR/XNOR,27,27,0.0593
multiplexers,3,3,0.00790
other,1,1,0.000911
[per-stage QoR]
step / cell area (µm²) / util / power (mW) / worst slack (ns)
5_1_grt: 5160 / 0.658 / 1.84 / 1.15
6_report: 5160 / 0.658 / 1.71 / 1.35
3_5_place_dp: 4950 / 0.631 / 1.29 / 1.43
3_3_place_gp: 4950 / 0.631 / 1.28 / 1.45
4_1_cts: 5160 / 0.658 / 1.72 / 1.36
2_1_floorplan: 4120 / - / 1.10 / 2.23
No activity file was given, so power comes from the tool's default toggle rates.
